$ cat flow/run.sh
#!/bin/bash
# OpenROAD 26Q1-2900-gdf79404cd8, Yosys 0.63+post, stock flow scripts
make -C /OpenROAD-flow-scripts/flow DESIGN_CONFIG=/design/flow/config.mk WORK_HOME=/design/flow/orfs finish
$ cat flow/config.mk
export PLATFORM = sky130hd
export DESIGN_NAME = counter_3bit
export DESIGN_NICKNAME = counter_3bit
export VERILOG_FILES = /design/flow/design.v
export SDC_FILE = /design/flow/constraint.sdc
export NUM_CORES = 4
export LEC_CHECK = 1
export CORE_AREA = 10 10 70 70
export DIE_AREA = 0 0 80 80
$ cat flow/constraint.sdc
current_design counter_3bit

set clk_period 1.9
set clk_io_pct 0.2

create_clock -name clk0 -period $clk_period [get_ports {clk}]

set non_clock_inputs [all_inputs -no_clocks]
set_input_delay [expr $clk_period * $clk_io_pct] -clock clk0 $non_clock_inputs
set_output_delay [expr $clk_period * $clk_io_pct] -clock clk0 [all_outputs]
$ cat flow/design.v
module And(
    input  wire a,
    input  wire b,
    output wire y
);
    assign y = a & b;
endmodule
`timescale 1ns / 1ps
module Not(
    input wire a,
    output wire y
    );
    assign y =~a;
endmodule
`timescale 1ns / 1ps
module Or(
    input wire a,
    input wire b,
    output wire y
    );
    assign y = a|b;
endmodule
module adder_3bit (
    input  wire [2:0] a,    
    input  wire [2:0] b,    
    output wire [2:0] sum   
);
    wire c1, c2;
    full_adder fa0 (
        .a(a[0]),
        .b(b[0]),
        .cin(1'b0),
        .sum(sum[0]),
        .cout(c1)
    );
    full_adder fa1 (
        .a(a[1]),
        .b(b[1]),
        .cin(c1),
        .sum(sum[1]),
        .cout(c2)
    );
    full_adder fa2 (
        .a(a[2]),
        .b(b[2]),
        .cin(c2),
        .sum(sum[2]),
        .cout()
    );
endmodule
module counter_3bit(
    input clk,
    input [1:0] sel,
    output [2:0] Q
);
    wire [2:0] val_to_add;
    wire [2:0] added_val;
    wire [2:0] next_Q;
    wire rst;
    assign rst = (sel == 2'b11);
    mux_sel MUX_INST (
        .sel(sel),
        .b(val_to_add)
    );
    adder_3bit ADD_INST (
        .a(Q),
        .b(val_to_add),
        .sum(added_val)
    );
    assign next_Q = (rst) ? 3'b000 : added_val;
    register_3bit REG_INST (
        .clk(clk),
        .rst(rst),
        .d(next_Q),
        .q(Q)
    );
endmodule
module dff_gate (
    input  wire clk,
    input  wire rst,
    input  wire d,
    output reg  q
);
    always @(posedge clk) begin
        if (rst)
            q <= 1'b0;
        else
            q <= d;
    end
endmodule
module full_adder (
    input  wire a,
    input  wire b,
    input  wire cin,
    output wire sum,
    output wire cout
);
    wire a_n, b_n, cin_n;
    wire axb, axb_n;
    wire w1, w2, w3, w4;
    wire ab, ac, bc;
    Not n1 (.a(a),   .y(a_n));
    Not n2 (.a(b),   .y(b_n));
    Not n3 (.a(cin), .y(cin_n));
    And a1 (.a(a_n), .b(b),   .y(w1));
    And a2 (.a(a),   .b(b_n), .y(w2));
    Or  o1 (.a(w1),  .b(w2),  .y(axb));
    Not n4 (.a(axb), .y(axb_n));
    And a3 (.a(axb),   .b(cin_n), .y(w3));
    And a4 (.a(axb_n), .b(cin),   .y(w4));
    Or  o2 (.a(w3),    .b(w4),    .y(sum));
    And a5 (.a(a),   .b(b),   .y(ab));
    And a6 (.a(a),   .b(cin), .y(ac));
    And a7 (.a(b),   .b(cin), .y(bc));
    Or  o3 (.a(ab),  .b(ac),  .y(c_tmp));
    Or  o4 (.a(c_tmp), .b(bc), .y(cout));
endmodule
module mux_sel (
    input  wire [1:0] sel,
    output reg  [2:0] b
);
    always @(*) begin
        case (sel)
            2'b00: b = 3'b001;  
            2'b01: b = 3'b010;  
            2'b10: b = 3'b111;  
            2'b11: b = 3'b000;  
            default: b = 3'b000;
        endcase
    end
endmodule
module register_3bit (
    input  wire       clk,
    input  wire       rst,   
    input  wire [2:0] d,
    output wire [2:0] q
);
    dff_gate dff2 (.clk(clk), .rst(rst), .d(d[2]), .q(q[2]));
    dff_gate dff1 (.clk(clk), .rst(rst), .d(d[1]), .q(q[1]));
    dff_gate dff0 (.clk(clk), .rst(rst), .d(d[0]), .q(q[0]));
endmodule
==> notes.md <==
impl run done, here's what came out: Final Hold Fails 0, Peak VDD IR between 0.4 and 0.5 mV, Setup violations, final 0, outcome finished, final reports clean, total gr overflow 0, Initial DRC Count 1, Core ar. 3420 sq um, Logic area 118 sq um, yosys stat cell total 18, Flops after synth 3, cycle use final 91.8%, Tot GR Track Use 1.51%, cell taking the most area after synthesis dfxtp_1, Layout Skew 0.00468 ns, routability cong. 0.648, CTS sink count 3, CP Launch Type input port, Die ar. 6400 sq um, R2R cell count 3, CTS tree yes, IO Count 6, Worst Tran Pin Value 0.148 ns, postcts setup bufs 0, CP Cell Sequence dlygate4sd2_1 -> inv_1 -> ha_1 -> or2_1 -> ha_1 -> fa_2 -> nor2b_1, Synthesis Warnings 3, initial antenna violation count 0, first-pass GRT wire length 752 um, launch point of the worst reg-to-reg path REG_INST.dff0.q, WL per Instance 6.00 um, CP Data Required Time 2.08 ns, die width about 80 um, CTS HTree Levels 1, Slew Limit Headroom 90.1%, clock latency (worst-skew pair) around 0.24 ns, Seq share, synth 29.3%, hold buffer count at cts 0, CP max FO 2, IO buf count 5, Max-area cell share between 20% and 30%, ant diodes 0, Chip Area, Yosys 205 sq um, Pleak 0.000145 uW, Top cells excl fill/tap ha_1, dfxtp_1, clkbuf_4, clkdlybuf4s50_1, CTS clk-pin slew, worst paths 0.04 ns, Slowest-stage cell, CP fa_2, worst r2r dst REG_INST.dff1.q, most frequent CP cell ha_1, share of cells above drive strength 1 23.1%, minimum clock period about 1.7 ns, antenna-violating nets left 0, tool warnings 27, post-synth cell types 9, Top delay family on crit path adder cells, TritonCTS Buffers 3, biggest area cells dfxtp_1, ha_1, buf_4, DRT Pass-1 Iters 2, max_cap viols 0, PostCTS Resize Cnt 3, largest net degree at the start of global routing 4, PwrDens 1110 nW/um^2, Fill cells around 400, syn_area_per_cell 11.4 sq um, Fin Setup TNS 0 ns, Final Core Density slightly below 10%, Critical Path Stages 7, Max clock buf depth 2, Die H ~80 um, fp util 6.01%, drt total wl 432 um, Root Buffer clkbuf_4, synthesized instance count 18, Cell Area, Synth 205 sq um, area delta synth->final 61.6%, CP endpoint REG_INST.dff1.q, via/cell ratio 1.90, vias 137, Crit path arrival time 1.92 ns, Max Clock Freq about 570 MHz, DRC errors left 0, R2R Setup Slk about 0.70 ns, kind of critical path in2reg, worst min path class reg2reg, number of cell rows 21, CP startpoint sel[0], Top cell excl fill/tap ha_1, Max stage delay on crit path 0.52 ns, register area 60.1 sq um, RSZ-0062 raised after global routing false, CP Capture Type register, Final Max Tran Viols 0, count of buffer and inverter cells on the critical path 2, vias in the first global route 172
## how the worst min path moves through the flow
stage / startpoint / endpoint / slack, ns / cells past startpoint
after global routing: REG_INST.dff2.q / REG_INST.dff2.q / 0.68 / 2
after CTS: REG_INST.dff2.q / REG_INST.dff2.q / 0.63 / 2
final: REG_INST.dff0.q / REG_INST.dff0.q / 0.63 / 2
## report_power, final
part	internal [uW]	switching (uW)	total (uW)	leakage, uW
clock	79.0	36.9	116	0.0000150
combinational	103	32.5	135	0.000105
sequential	92.7	22.6	115	0.0000252
total	274	92.1	367	0.000145
## cells by family after synthesis
group | count (synthesis) | synth area share, %
xor gates and xnor gates | 1 | 11.0
adders and majority gates | 5 | 34.1
buffers and inverters | 5 | 14.6
DFF | 3 | 29.3
and+or+nand+nor | 4 | 11.0
## per-layer routing
layer | wire, um | GRT usage (%)
met5 | 0 | 0
met4 | 0 | 0.528
met3 | 73 | 1.59
met2 | 140 | 1.69
met1 | 218 | 1.81
## per-stage QoR
step           total power, uW  hold slack, ns  setup WS (ns)  cells  cell area [sq um]
6_report                   367           0.629          0.156     72                332
5_1_grt                    408           0.677          0.107     72                332
4_1_cts                    378           0.632          0.165     72                332
3_5_place_dp               249           0.532         -0.531     68                305
3_3_place_gp               241           0.528         -0.481     68                305
2_1_floorplan              202           0.516         0.0210     18                205
## sequential cells by signal, summed over array words and instances, names as in the netlist
signal / count
REG_INST.dff2.q: 1
REG_INST.dff0.q: 1
REG_INST.dff1.q: 1
## synth_stat cells
cell type  n
or2_1      1
buf_4      3
nor2b_1    2
ha_1       4
fa_1       1
dfxtp_1    3
inv_1      2
nor2_1     1
xnor3_1    1
## final cells by class
| type | count | share of cell area [%] |
|---|---|---|
| inverters | 2 | 2.26 |
| well taps | 46 | 17.4 |
| repair buffers | 7 | 18.9 |
| multi-input cells | 10 | 35.5 |
| flip-flops and latches | 3 | 18.1 |
| clock buffers | 4 | 7.92 |
## worst register-to-register path, stage by stage, from the launching register on
cell     delay (ns)
dfxtp_1        0.31
ha_1           0.21
fa_2           0.52
nor2b_1        0.11
No activity file was given, so power comes from the tool's default toggle rates.
